===== /design/flow/design.v =====
`timescale 1ns / 1ps
module add(result, a, b
    );
	 input[31:0] a;
	 input[31:0] b;
	 output [31:0] result;
	 wire [32:0] sum = {1'b0,a} + {1'b0,b};
	 assign result = sum[31:0];
endmodule

===== /design/flow/run.sh =====
#!/bin/bash
# OpenROAD 26Q1-2900-gdf79404cd8, Yosys 0.63+post, stock flow scripts
make -C /OpenROAD-flow-scripts/flow DESIGN_CONFIG=/design/flow/config.mk WORK_HOME=/design/flow/orfs finish

===== /design/flow/config.mk =====
export PLATFORM = sky130hd
export DESIGN_NAME = add
export DESIGN_NICKNAME = add
export VERILOG_FILES = /design/flow/design.v
export SDC_FILE = /design/flow/constraint.sdc
export NUM_CORES = 4
export LEC_CHECK = 1
export CORE_AREA = 10 10 94 94
export DIE_AREA = 0 0 104 104

===== /design/flow/constraint.sdc =====
current_design add

set clk_period 18.1
set clk_io_pct 0.2

create_clock -name clk0 -period $clk_period

set non_clock_inputs [all_inputs -no_clocks]
set_input_delay [expr $clk_period * $clk_io_pct] -clock clk0 $non_clock_inputs
set_output_delay [expr $clk_period * $clk_io_pct] -clock clk0 [all_outputs]

==> run_results.csv <==
group,metric,value,unit
run,warnings,32,
worst_setup_path,path_max_fanout,4,
pwr,pwr-share-seq,0,
timing,final_hold_viol_count,0,
yosys,area_leaders,"ha_1 22%, a21oi_1 8.3%, a21o_1 8.2%",
global_route,gr-usage-met3,0.0207,
placement,hpwl,5170,um
min_path,hold_path_class,"input port to primary output",
yosys,yosys.area.top_type,"ha_1",
global_route,antenna_found_initial,0,
timing,max_clock_freq,0.0981,GHz
final_layout,final_common_cell,"clkdlybuf4s50_1",
final_layout,n_clock_buffer,0,
floorplanning,dieWidth,104,um
pwr,switchingPower,0.0000423,W
floorplanning,initCoreUtil,0.255,
yosys,ys_types,50,
final_layout,n_fill_cell,708,
pwr,power_switching_share,0.397,
floorplanning,fp.dieArea,10800,um2
pwr,power-per-cell-area,38.3,nW/um2
final_layout,flops,0,
detailed_routing,routed_wl,5810,um
run,cap_violations,0,
timing,layout_min_cycle_time,10.20,ns
timing,rsz0062_at_grt,"false",
worst_setup_path,critPathCaptureType,"primary output",
detailed_routing,drt_iter0_drc,80,
detailed_routing,drc_errors,0,
pwr,irDropWorstVdd,0.0000160,V
min_path,whs_path_depth,3,
worst_setup_path,worstSetupPathType,"input port to primary output",
placement,gp_congestion,0.819,
detailed_routing,drt_pass1_iterations,6,
cts,cts_resized,0,
detailed_routing,post_drt_wl_per_cell,13.8,um
worst_setup_path,arrival,6.58,ns
final_layout,most-common-layout-cells,"96 x clkdlybuf4s50_1, 31 x ha_1, 29 x a21oi_1",
global_route,grt.met2_usage,0.167,
timing,fin_tns_setup,0,ns
global_route,grt_busiest_layer,"met2",
yosys,top_area_frac,0.222,
floorplanning,core-area,6830,um2
floorplanning,ios,96,
detailed_routing,vias,2077,
timing,worstMarginPinSlew,0.521,ns
yosys,ys_area,1740,um2
yosys,synth_seq_share,0,
timing,setup_violations,0,
pwr,internal_power,0.0000643,W
global_route,globalRouteOverflowTotal,0,
pwr,combPwrFrac,1.000,
timing,finalCritPeriodShare,0.563,
yosys,syn_area,1740,um2
detailed_routing,ant_nets,0,
placement,portBuffers,96,
final_layout,regArea,0,um2
min_path,hold_start,"b[0]",
min_path,timing.hold.worst_endpoint,"result[0]",
global_route,grt_usage,0.102,
global_route,met1_usage,0.143,
floorplanning,die_h,104,um
yosys,postSynthAreaPerCell,7.24,um2
global_route,grt_max_degree,11,
pwr,total_power,0.000107,W
detailed_routing,avgViaCountPerCell,4.92,
cts,cts_setup_buffers,0,
detailed_routing,antennaDiodeCount,0,
timing,drv_slew,0,
final_layout,drive_gt1_frac,0.0307,
global_route,grt_pass1_wl,9670,um
worst_setup_path,critPathRequiredTime,14.48,ns
pwr,pwr-share-clk,0,
final_layout,area_growth,59.5,%
cts,cts_hold_buffers,0,
status,status,"finished, final reports clean",
timing,slew_headroom,0.644,
yosys,syn-instance-count,241,
floorplanning,rows,30,
yosys,yosys_warnings,0,
global_route,grt_pass1_vias,2035,
worst_setup_path,cp-start-kind,"input port",
pwr,p_leak,1.18,nW
yosys,yosysCellCount,241,
logic make-up (layout without fill, tap and decap cells):
group,after synthesis,after routing,synth area share
AND-OR/OR-AND,97,97,0.393
AND/OR/NAND/NOR,65,65,0.183
adder cells (fa/ha/maj),32,32,0.234
XOR/XNOR,28,28,0.141
buffers and inverters,17,102,0.0380
multiplexers,2,2,0.0115
area by class of cell:
type | instances | area, um2 | share of cell area
inverters | 6 | 22.5 | 0.00810
well taps | 96 | 120 | 0.0432
repair buffers | 96 | 961 | 0.345
multi-input cells | 224 | 1680 | 0.603
per-layer routing:
layer | part of all wire | wire length, um | vias up
li1 | - | - | 1092
met1 | 0.49 | 2850 | 918
met2 | 0.44 | 2580 | 67
met3 | 0.066 | 382 | 0
met4 | 0 | 0 | 0
met5 | 0 | 0 | -
power by group through the flow:
stage         clock network [W]  registers, W  logic, W
CTS                           0             0  0.000108
global route                  0             0  0.000119
finish                        0             0  0.000107
synth_stat cells, types with 2 or more instances:
cell type	instances
nand2_1	18
a21oi_1	29
a31oi_1	3
o221ai_1	2
xor2_1	15
xnor2_1	13
o311ai_1	2
o21a_1	2
nand3_1	10
mux2i_1	2
nor3_1	4
clkbuf_1	8
inv_1	6
a21o_1	19
ha_1	31
nor2_1	12
o21bai_1	4
o211ai_1	3
nand2b_1	2
nand4_1	8
o21ai_0	13
a211oi_1	3
a311oi_1	2
buf_2	2
or2_2	3
worst max path at each step:
stage     from         end  cells after the start
4_1_cts   a[0]  result[26]                     11
5_1_grt   a[0]  result[26]                     11
6_report  a[0]  result[26]                     11
per-stage QoR:
stage                     area, um2  utilization  hold WS (ns)  instances  setup WS, ns
after global placement         2780        0.407          8.27        422          7.94
after detailed placement       2780        0.407          8.29        422          7.89
after floorplan                1740            -          7.31        241          9.03
final                          2780        0.407          8.28        422          7.90
after global routing           2780        0.407          8.29        422          7.70
after CTS                      2780        0.407          8.29        422          7.88
critical path, stage by stage:
cell             delay (ns)
clkdlybuf4s50_1        0.40
ha_1                   0.24
fa_1                   0.40
a21o_1                 0.22
a31o_2                 0.27
nand3_1                0.09
o221ai_1               0.25
a311oi_1               0.34
o21bai_1               0.11
xor2_1                 0.13
clkdlybuf4s50_1        0.49
Power figures rest on the tool's default switching activity, not on a simulated workload.

==> design/flow/design.v <==
`timescale 1ns / 1ps
module arithmetic_logic_unit
(
    control,	 
    firstOp, 	 
    secondOp, 	 
    result, 	 
	 overflow,	 
    zero 		 
);
   input [3:0]	control;
	input [31:0] 	firstOp; 
	input	[31:0]	secondOp;
   output 	[31:0] 	result; 
	output			overflow;
	output			zero;
    reg [31:0]	result;
	 reg 		overflow;
	 reg 		zero;
	 always @(control)
	 begin
		case (control)
			4'b0000 :  
				begin
					result 		= firstOp & secondOp;
					overflow 	= 0;
					zero		= (result == 0) ? 1 : 0;
				end	
			4'b0001:  
				begin
					result 		= firstOp | secondOp;
					overflow 	= 0;
					zero		= (result == 0) ? 1 : 0;
				end	
			4'b0010:  
				begin
					result 		= firstOp + secondOp;
					overflow 	= 0;
					zero		= (result == 0) ? 1 : 0;
				end
			4'b0011:  
				begin
					result 		= firstOp ^ secondOp;;
					overflow 	= 0;
					zero		= (result == 0) ? 1 : 0;
				end
			4'b0100:  
				begin
					result 		= ~(firstOp | secondOp);
					overflow 	= 0;
					zero		= (result == 0) ? 1 : 0;
				end
			4'b0110:  
				begin
					result 		= firstOp - secondOp;
					overflow 	= 0;
					zero		= (result == 0) ? 1 : 0;
				end
			4'b0111:  
				begin
					result 		= (firstOp < secondOp) ? -1 : 0;
					overflow 	= 0;
					zero		= (result == 0) ? 1 : 0;
				end
			4'b1000:  
				begin
					result 		= firstOp << secondOp;
					overflow 	= 0;
					zero		= (result == 0) ? 1 : 0;
				end
			4'b1001:  
				begin
					result 		= firstOp >> secondOp;
					overflow 	= 0;
					zero		= (result == 0) ? 1 : 0;
				end
			4'b1010:  
				begin
					result 		= firstOp <<< secondOp;
					overflow 	= 0;
					zero		= (result == 0) ? 1 : 0;
				end
			4'b1011:  
				begin
					result 		= firstOp + secondOp;
					if ((firstOp >= 0 && secondOp >= 0 && result < 0) ||
						(firstOp < 0 && secondOp < 0 && result >= 0)) begin
						overflow = 1;
					end else begin
						overflow = 0;
					end
					zero		= (result == 0) ? 1 : 0;
					end
			4'b1100:  
				begin
					result 		= firstOp - secondOp;
					if ((firstOp >= 0 && secondOp < 0 && result < 0) ||
						(firstOp < 0 && secondOp >= 0 && result >= 0)) begin
						overflow = 1;
					end else begin
						overflow = 0;
					end
					zero		= (result == 0) ? 1 : 0;
				end
			default:
				begin
					zero 		= 0;
					overflow 	= 0;
				end				
		endcase
	end
 endmodule
==> design/flow/run.sh <==
#!/bin/bash
# OpenROAD 26Q1-2900-gdf79404cd8, Yosys 0.63+post, stock flow scripts
make -C /OpenROAD-flow-scripts/flow DESIGN_CONFIG=/design/flow/config.mk WORK_HOME=/design/flow/orfs finish
==> design/flow/config.mk <==
export PLATFORM = sky130hd
export DESIGN_NAME = arithmetic_logic_unit
export DESIGN_NICKNAME = arithmetic_logic_unit
export VERILOG_FILES = /design/flow/design.v
export SDC_FILE = /design/flow/constraint.sdc
export NUM_CORES = 4
export LEC_CHECK = 1
export CORE_UTILIZATION = 40
==> design/flow/constraint.sdc <==
current_design arithmetic_logic_unit

set clk_period 16.4
set clk_io_pct 0.2

create_clock -name clk0 -period $clk_period

set non_clock_inputs [all_inputs -no_clocks]
set_input_delay [expr $clk_period * $clk_io_pct] -clock clk0 $non_clock_inputs
set_output_delay [expr $clk_period * $clk_io_pct] -clock clk0 [all_outputs]
==> CHANGELOG.md <==
## Flow update

- Gpl congestion: 1.05
- Final non-filler cell total: 1870
- Setup WS post-layout: 4330 ps
- Pin count of the biggest net entering global routing: 58
- Port Buffers: 101
- Slew @ Worst Pin: 1010 ps
- Init Core Util: 40.7%
- Setup bufs post-CTS: 0
- Largest register FFs: 32
- Crit path to: zero
- RSZ-0062 raised after global routing: false
- FF/Latch Area: 480 um^2
- Crit path DRT: 13120 ps
- Pwr Density: 36.9 mW/mm^2
- Count of unclocked register or latch pins: 32
- Critical path's slowest cell: clkdlybuf4s50_1
- Avg WL per Cell: 29.5 um
- Yosys stat area: 0.0110 mm^2
- Routed vias/inst: 6.88
- Final HPWL DP: 44100 um
- Maxcap violations: 0
- Slew HR: 32.8%
- Die area: 0.0280 mm^2
- Crit path DAT: 8790 ps
- Leakage: 4.74 nW
- DR iter-0 viols: 1367
- Peak supply drop: 0.0318 mV
- Worst setup EP type: primary output
- Via Count: 12900
- TNS Setup: 0 ps
- Drt pass-1 iters: 5
- Final Max Slew Viols: 0
- Net Sw Power: 0.277 mW
- Proportion of layout cells with a drive suffix above 1: 10.5%
- Most frequent logic cell in the layout: nor2_1
- Ys cells: 1513
- Log Warnings: 97
- Crit path launch type: primary input
- DRC: 0
- Sw frac: 61.9%
- Outcome: completed
- Total global routing overflow: 0
- Ys flops: 32
- Post-CTS sizing: 0
- Num rows: 60
- Die H: 167 um
- Final Hold Fails: 0
- Fill cells: 2697
- Logic area: 0.00960 mm^2
- Pre-CTS setup slack: 4540 ps
- WL final: 55100 um
- Most numerous logic cells after layout: nor2_1 (179), a21oi_1 (119), nand2_1 (110)
- Global-route wire length before repair: 80700 um
- Minimum clock period after layout: 12070 ps
- Max Freq: 0.0828 GHz
- Hold buffer count at cts: 0
- Number of enable flip-flop cells: 0
- Total Power: 0.448 mW
- Post-Syn Area: 0.0110 mm^2
- GRT Util Overall: 39.8%
- # setup viols final: 0
- Endpoints left unconstrained: 64
- Crit path kind: in -> out
- Core area: 0.0269 mm^2
- Routed Antenna Nets: 0
- CP max FO: 14
- Critical path, cell by cell: clkdlybuf4s50_1, inv_1, ha_1, a21o_1, a311o_1, nand4_1, a31oi_2, o21ba_2, or4_1, nor4_1, nand4bb_1, nor4_1, nand4b_1, o211ai_2, clkdlybuf4s50_1
- Placed cells: 1868
- Critical Path Start: secondOp[4]
- Vias in the first global route: 11900
- Die X: 167 um
- Post-synthesis cell count: 1513
- Layout area overhead: 10.8%
- Crit share post-route: 73.6%
- Post-synth ARST share: 0%
- Slowest cell delay on critical path: 870 ps
- Ys flop type: dlxtn_1
- Antenna violations before repair: 0
- Internal power consumption: 0.171 mW
- I/O Pins: 102
- Synth cell types: 89
- Syn. warnings: 1
- Hold crit path type: in -> out
- Syn avg cell area: 7.24 um^2
[layer usage]
layer  vias up  track usage (%)  part of all wire (%)
met2       715             62.3                    45
met3       111             5.54                   8.4
met1      6273             57.3                    43
met5         -                0                     0
met4         0             13.0                   3.7
li1       5762                -                     -
[through the flow]
step                area [um^2]  utilization [%]  hold WS [ps]
floorplan                 11000                -          6840
global placement          12100             45.1          8110
detailed placement        12100             45.1          8110
CTS                       12100             45.1          8110
global route              12100             45.1          8190
finish                    12100             45.1          8190
[cell type report]
type | instances | share of cell area (%)
antenna | 2 | 0.0413
inverter | 97 | 3.00
multi-input combinational | 1262 | 79.1
sequential | 32 | 3.96
tap | 341 | 3.52
timing repair buffer | 136 | 10.4
[how the worst min path moves through the flow]
stage	startpoint	endpoint	slack, ps	depth (start not counted)
finish	control[2]	zero	8190	4
global route	control[2]	zero	8190	4
CTS	control[2]	zero	8110	4
[power groups by stage]
stage	clock [mW]	sequential, mW	combinational, mW
after CTS	0	0.0101	0.427
after global routing	0	0.0103	0.462
[critical path: cells and delay by family]
family	cells	cell delay, ps
AND-OR/OR-AND	5	1500
adder cells (fa/ha/maj)	1	600
AND/OR/NAND/NOR	6	1770
buffers and inverters	3	1630
[Yosys cell counts (35+ instances only)]
| cell type | count | area share (%) |
|---|---|---|
| a21oi_1 | 119 | 5.4 |
| a221oi_1 | 35 | 2.8 |
| clkbuf_1 | 79 | 2.7 |
| ha_1 | 97 | 11 |
| inv_1 | 94 | 3.2 |
| mux2i_1 | 47 | 4.3 |
| mux4_2 | 61 | 13 |
| nand2_1 | 110 | 3.8 |
| nor2_1 | 180 | 6.2 |
| nor4_1 | 38 | 2.2 |
| o21ai_0 | 63 | 2.9 |
| xnor2_1 | 35 | 2.8 |
[cells by family (layout without fill, tap and decap cells)]
group	Yosys count	after routing	share of synthesized area, %
AND-OR/OR-AND	455	455	29.1
XOR/XNOR	44	44	3.52
adder cells (fa/ha/maj)	99	99	11.4
buffers and inverters	219	233	8.08
latches	32	32	4.39
multiplexers	136	136	19.7
other	1	3	0.0342
AND/OR/NAND/NOR	527	527	23.7
No activity file was given, so power comes from the tool's default toggle rates.

<file path="flow/run.sh">
#!/bin/bash
# OpenROAD 26Q1-2900-gdf79404cd8, Yosys 0.63+post, stock flow scripts
make -C /OpenROAD-flow-scripts/flow DESIGN_CONFIG=/design/flow/config.mk WORK_HOME=/design/flow/orfs finish
</file>
<file path="flow/config.mk">
export PLATFORM = sky130hd
export DESIGN_NAME = counter
export DESIGN_NICKNAME = counter
export VERILOG_FILES = /design/flow/design.v
export SDC_FILE = /design/flow/constraint.sdc
export NUM_CORES = 4
export LEC_CHECK = 1
export CORE_AREA = 10 10 70 70
export DIE_AREA = 0 0 80 80
</file>
<file path="flow/constraint.sdc">
current_design counter

set clk_period 1.6
set clk_io_pct 0.2

create_clock -name clk0 -period $clk_period [get_ports {CLOCK}]

set non_clock_inputs [all_inputs -no_clocks]
set_input_delay [expr $clk_period * $clk_io_pct] -clock clk0 $non_clock_inputs
set_output_delay [expr $clk_period * $clk_io_pct] -clock clk0 [all_outputs]
</file>
<file path="flow/design.v">
`timescale 1ns / 1ps
module counter(
    input CLOCK,
    input DIRECTION,
    output [3:0] COUNT_OUT
    );
	reg [3:0] count_int = 0;
	always @(posedge CLOCK)
		if (DIRECTION)
			count_int <= count_int + 1;
		else
			count_int <= count_int - 1;
	assign COUNT_OUT = count_int;
endmodule
</file>
==> flow_metrics.tcl <==
# yosys + openroad results
set metrics [dict create \
    power_density_nw_per_um2 1600 \
    instances_no_fill 68 \
    core_area_sq_um 3420 \
    hold_viol 0 \
    final_cell_mix "5 x clkdlybuf4s50_1, 4 x dfxtp_1, 3 x clkbuf_4" \
    syn_area_sq_um 175 \
    drc 0 \
    synthCells 14 \
    cts_setup_buffers 0 \
    fin_worst_skew_ps 1.05 \
    fmax_ghz 0.662 \
    portBuffers 5 \
    via_per_inst 1.74 \
    r2r_slack_ps 470 \
    wl_microns 384 \
    warnings 25 \
    yosysChipArea_sq_um 175 \
    cts_hold_buf 0 \
    top_cell_area_share_pct 45.7 \
    cts_tree "done" \
    cts_inserted_buffers 3 \
    tightestPinTransition_ps 176 \
    hold_class "register to register" \
    p_total_mw 0.489 \
    cts_resized 0 \
    drt_iter0_drc 10 \
    diodes 0 \
    gp_congestion 0.665 \
    final_util_pct 8.94 \
    fp.dieW_microns 80 \
    fillers 403 \
    hold-worst-slack_ps 433 \
    numPlacedInstances 65 \
    layout-drive-gt1-share_pct 22.7 \
    clkSlewWorstSetupHoldPaths_ps 40 \
    die_area_sq_um 6400 \
    grt_pass1_vias 119 \
    required_ps 1720 \
    fin_tns_setup_ps 0 \
    synth_cell_types 8 \
    top_regs "count_int x4" \
    period_needed_ps 1510 \
    syn_area_per_cell_sq_um 12.5 \
    fp_util_pct 5.13 \
    largest-register "count_int" \
    worst_slack_ps 90.4 \
    setup_viol 0 \
    dpl_cell_area_sq_um 283 \
    maxSlewViolCount 0 \
    die_y_microns 80 \
    status "finished, final reports clean" \
    cp-start-kind "input port" \
    crit_type "input port to register" \
    path_max_fanout 3 \
    grt_max_degree 5 \
    synth_flop_count 4 \
    ys_warn_count 1 \
    mostFrequentLayoutCell "clkdlybuf4s50_1" \
    grt_pass1_wl_microns 572 \
    top_area_cell "dfxtp_1" \
    slew_headroom_pct 88.3 \
    grt.total_usage_pct 1.30 \
    rows 21 \
    hpwl_microns 325 \
    wl_per_cell_microns 5.65 \
    area_leaders "dfxtp_1 46%, ha_1 14%, fa_1 11%, xnor2_1 10%, a21oi_2 5.0%" \
    ir_worst_vdd_v 0.000243 \
    area_growth_syn_to_layout_pct 74.3 \
    cts_root_buf "clkbuf_4" \
    place_worst_setup_slack_ps -170 \
    design_area_sq_um 305 \
    clk_latency_ps 230 \
    max_cap_violations 0 \
    yosysSeqAreaShare_pct 45.7 \
    worst_ep_arrival_time_ps 1630 \
    period_used_pct 94.3 \
    grt-ovfl-total 0 \
    vias 118 \
    mi_logic_area_sq_um 87.6 \
    rsz0062_at_grt "no" \
    dr.pass1.iters 2 \
    ff_latch_area_sq_um 80.1 \
    clock_path_buffers 2 \
    ys_cells 14 \
    clock_sinks 4 \
    antenna_left 0 \
    critPathCaptureType "register" \
    antenna_found_initial 0 \
    leakage_nw 0.115 \
    cts_max_level 1 \
    largest_reg_flops 4 \
    ios 6 \
]
==> cell type report <==
cell class              instances  share of cell area [%]
clock buffers                   3                    7.38
inverters                       2                    2.46
multi-input cells               8                    28.7
flip-flops and latches          4                    26.2
well taps                      46                    18.9
repair buffers                  5                    16.4
==> cell usage after synthesis <==
cell and count:
dfxtp_1 4, ha_1 2, inv_1 2, xnor2_1 2
a21o_1 1, a21oi_2 1, fa_1 1, xor2_1 1
==> worst max-delay path: stages <==
cell and delay (ps):
clkdlybuf4s50_1 530, inv_2 70, ha_1 290, a21o_1 190
a21oi_2 150, xnor2_1 80
==> metal layers <==
layer | global-route usage [%] | part of all wire, % | vias to the layer above
li1 | - | - | 61
met4 | 0.176 | 0 | 0
met3 | 3.07 | 39 | 0
met2 | 0.722 | 19 | 8
met5 | 0 | 0 | -
met1 | 1.28 | 42 | 49
==> cell families (layout without fill, tap and decap cells) <==
group	after synthesis	count (layout)	synth area share (%)
adders and majority gates	3	3	25.7
buffers and inverters	2	10	4.29
AOI/OAI and AO/OA	2	2	9.29
xor gates and xnor gates	3	3	15.0
DFF	4	4	45.7
==> power by group <==
| group | switching, mW | total (mW) | internal (mW) |
|---|---|---|---|
| Combinational | 0.0632 | 0.193 | 0.130 |
| Sequential | 0.0287 | 0.173 | 0.144 |
| Clock | 0.0390 | 0.123 | 0.0838 |
| Total | 0.131 | 0.489 | 0.358 |
==> path summary, 6_finish.rpt <==
kind	startpoint	endpoint	cells past startpoint
hold reg to reg	count_int[0]$_DFF_P_	count_int[0]$_DFF_P_	1
hold / removal	count_int[0]$_DFF_P_	count_int[0]$_DFF_P_	1
setup / recovery	DIRECTION	count_int[3]$_DFF_P_	6
setup reg to reg	count_int[1]$_DFF_P_	count_int[3]$_DFF_P_	4
No activity file was given, so power comes from the tool's default toggle rates.
